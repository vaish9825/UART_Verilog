## run.sh

```bash
#!/bin/bash
# OpenROAD 26Q1-2900-gdf79404cd8, Yosys 0.63+post, stock flow scripts
make -C /OpenROAD-flow-scripts/flow DESIGN_CONFIG=/design/flow/config.mk WORK_HOME=/design/flow/orfs finish
```

## config.mk

```make
export PLATFORM = sky130hd
export DESIGN_NAME = top_uart
export DESIGN_NICKNAME = top_uart
export VERILOG_FILES = /design/flow/design.v
export SDC_FILE = /design/flow/constraint.sdc
export NUM_CORES = 4
export LEC_CHECK = 1
export CORE_UTILIZATION = 40
```

## constraint.sdc

```tcl
current_design top_uart

set clk_period 2.5
set clk_io_pct 0.2

create_clock -name clk0 -period $clk_period [get_ports {clk}]

set non_clock_inputs [all_inputs -no_clocks]
set_input_delay [expr $clk_period * $clk_io_pct] -clock clk0 $non_clock_inputs
set_output_delay [expr $clk_period * $clk_io_pct] -clock clk0 [all_outputs]
```

## design.v

```verilog
`timescale 1ns / 1ps
module baud_rate_generator #(
    parameter CLK_FREQ  = 50_000_000,
    parameter BAUD_RATE = 115200
)(
    input  wire clk,
    input  wire reset,
    output reg  tick  
);
    localparam integer MAX_COUNT = CLK_FREQ / (BAUD_RATE * 16); 
    reg [$clog2(MAX_COUNT)-1:0] counter;
    always @(posedge clk or posedge reset) begin
        if (reset) begin
            counter <= 0;
            tick    <= 1'b0;
        end else begin
            if (counter == MAX_COUNT-1) begin
                counter <= 0;
                tick    <= 1'b1;
            end else begin
                counter <= counter + 1;
                tick    <= 1'b0;
            end
        end
    end
endmodule
`timescale 1ns / 1ps
module top_uart (
    input  wire       clk,
    input  wire       reset,
    input  wire       tx_start,
    input  wire [7:0] data_in,
    output wire       tx_serial,
    output wire       tx_done,
    output wire       rx_done,
    output wire [7:0] rx_data
);
    wire tick;
    baud_rate_generator #(
        .CLK_FREQ(50_000_000),
        .BAUD_RATE(115200)
    ) baud_gen (
        .clk(clk),
        .reset(reset),
        .tick(tick)
    );
    uart_tx tx (
        .clk(clk),
        .reset(reset),
        .tx_start(tx_start),
        .tick(tick),
        .tx_data(data_in),
        .tx_serial(tx_serial),
        .tx_done(tx_done)
    );
    uart_rx rx (
        .clk(clk),
        .reset(reset),
        .rx_serial(tx_serial),
        .tick(tick),
        .rx_data(rx_data),
        .rx_done(rx_done)
    );
endmodule
`timescale 1ns / 1ps
module uart_rx (
    input  wire       clk,
    input  wire       reset,
    input  wire       rx_serial,
    input  wire       tick,       
    output reg  [7:0] rx_data,
    output reg        rx_done
);
    localparam IDLE  = 2'b00,
               START = 2'b01,
               DATA  = 2'b10,
               STOP  = 2'b11;
    reg [1:0] state;
    reg [2:0] bit_index;
    reg [3:0] tick_count;  
    always @(posedge clk or posedge reset) begin
        if (reset) begin
            state      <= IDLE;
            rx_data    <= 8'd0;
            rx_done    <= 1'b0;
            bit_index  <= 0;
            tick_count <= 0;
        end else begin
            rx_done <= 1'b0;  
            case (state)
                IDLE: begin
                    if (rx_serial == 1'b0) begin
                        state      <= START;
                        tick_count <= 0;
                    end
                end
                START: begin
                    if (tick) begin
                        if (tick_count == 7) begin  
                            state      <= DATA;
                            bit_index  <= 0;
                            tick_count <= 0;
                        end else begin
                            tick_count <= tick_count + 1;
                        end
                    end
                end
                DATA: begin
                    if (tick) begin
                        if (tick_count == 15) begin  
                            tick_count <= 0;
                            rx_data[bit_index] <= rx_serial;
                            if (bit_index == 7)
                                state <= STOP;
                            else
                                bit_index <= bit_index + 1;
                        end else begin
                            tick_count <= tick_count + 1;
                        end
                    end
                end
                STOP: begin
                    if (tick) begin
                        if (tick_count == 15) begin  
                            state   <= IDLE;
                            rx_done <= 1'b1;
                        end else begin
                            tick_count <= tick_count + 1;
                        end
                    end
                end
            endcase
        end
    end
endmodule
`timescale 1ns / 1ps
module uart_tx (
    input  wire       clk,
    input  wire       reset,
    input  wire       tx_start,
    input  wire       tick,       
    input  wire [7:0] tx_data,
    output reg        tx_serial,
    output reg        tx_done
);
    localparam IDLE  = 2'b00,
               START = 2'b01,
               DATA  = 2'b10,
               STOP  = 2'b11;
    reg [1:0] state;
    reg [2:0] bit_index;
    reg [7:0] data_buf;
    reg [3:0] tick_count;  
    always @(posedge clk or posedge reset) begin
        if (reset) begin
            state      <= IDLE;
            tx_serial  <= 1'b1;
            tx_done    <= 1'b0;
            bit_index  <= 0;
            tick_count <= 0;
        end else begin
            tx_done <= 1'b0;
            case (state)
                IDLE: begin
                    tx_serial <= 1'b1;
                    if (tx_start) begin
                        data_buf   <= tx_data;
                        state      <= START;
                        tick_count <= 0;
                    end
                end
                START: begin
                    tx_serial <= 1'b0;  
                    if (tick) begin
                        if (tick_count == 15) begin
                            state      <= DATA;
                            bit_index  <= 0;
                            tick_count <= 0;
                        end else begin
                            tick_count <= tick_count + 1;
                        end
                    end
                end
                DATA: begin
                    tx_serial <= data_buf[bit_index];
                    if (tick) begin
                        if (tick_count == 15) begin
                            tick_count <= 0;
                            if (bit_index == 7)
                                state <= STOP;
                            else
                                bit_index <= bit_index + 1;
                        end else begin
                            tick_count <= tick_count + 1;
                        end
                    end
                end
                STOP: begin
                    tx_serial <= 1'b1;  
                    if (tick) begin
                        if (tick_count == 15) begin
                            tx_done <= 1'b1;
                            state   <= IDLE;
                        end else begin
                            tick_count <= tick_count + 1;
                        end
                    end
                end
            endcase
        end
    end
endmodule
```

==> summary.txt <==
run results: Core Region 0.00564 mm2, drt via density 5.26, Fin. Hold Viols 0, area share, top type 0.376, CP max stage delay 610 ps, pin count of the biggest net entering global routing 40, Worst VDD drop roughly 0.00042 V, Reg area approximately 0.0012 mm2, Post-synth area hogs dfrtp_1 38%, edfxtp_1 10%, ha_1 5.2%, CP startpoint kind flop, Util after Layout 0.483, most common logic cells in the final layout 36 x dfrtp_1, 28 x nand2_1, 21 x clkdlybuf4s50_1, 12 x nor2_1, 12 x o21ai_0, Final Skew 8.17 ps, DRT Wirelength about 3900 um, # diodes 0, Post-CTS Hold Fix Bufs 0, first-pass GRT wire length between 6000 and 7000 um, TritonCTS clock tree yes, Comb pwr share 0.079, Slew headroom 0.633, switching power about 0.32 mW, Core Util at FP 0.424, Fillers around 520, final setup TNS 0 ps, Yosys top cell by area dfrtp_1, WHS approximately 490 ps, yosys cell count 216, final slew viol count 0, die height 79.4 um, via count roughly 1600, Setup CP Type reg -> out, Worst path depth 1, Yosys Chip Area 0.00239 mm2, internal power 1.06 mW, Worst-path clk slew 80 ps, Post-synth ARST share 0.830, Synth Instances roughly 220, CP delay by family, top flip-flops, Buffers & Inverters on Critical Path 1, Overflow after GRT 0, Final setup viols 0, full die area between 0.006 and 0.007 mm2, Commonest flop dfrtp_1, Port Buffers 21, Avg Cell Area, Syn roughly 11 um2, clock root cell clkbuf_8, DRT antenna net count 0, Reg power frac 0.605, Cell Type Count ~48, layout cells sized above 1 0.118, GRT Overall Usage 0.142, number of global-route vias before repair 1500, setup bufs post-CTS 0, Area growth syn-to-layout 13.7%, Post-synth EDFFs 8, Log Warnings 28, die width just under 80 um, Synth Seq Share 0.509, row cnt 27, unrepaired setup endpoints after global routing no, CP Max Fanout 8, crit path DAT about 1400 ps, Placed Area ~0.0026 mm2, wire per inst around 13 um, maxcap violations 0, Placed Cells 301, sw frac 0.233, Longest Clk Path Bufs 2, part of the power in the clock network 0.315, pwr/cell area between 500 and 600 mW/mm2, RePlAce Congestion between 0.8 and 0.9, Resize count post-CTS 0, Insertion Delay late pin between 200 and 300 ps, Synthesis Warnings 3, Tmin final 1880 ps, CP Capture Type primary output, DPL Wire Length about 2700 um, Gate Area approximately 0.0011 mm2, DRC errors left 0, design area around 0.0027 mm2, status finished, final reports clean, iteration-0 DRC count of the detailed router around 150, worst-margin pin slew ~550 ps, Pre-antenna DRT Iters 4, initial antenna violation count 0, non-filler cells, final between 300 and 400, slowest cell on the critical path dfstp_2, I/O pin cnt 22, htree depth 2, Sink Count ~47, cycle use final 0.750, Min-Delay Path Class reg -> reg, FMAX 0.533 GHz, Reg2Reg Depth 5, TritonCTS buffer count 5, hold path cells 1, CP Cell Sequence clkdlybuf4s50_1, post-synthesis cell area between 0.002 and 0.0025 mm2, Synth flops around 47, Req. time, crit path approximately 2000 ps, most numerous logic cell after layout dfrtp_1, leakage about 1.2 nW
## cell families (layout without fill, tap and decap cells)
logic type | count (synthesis) | in the layout | synth area share
buffers and inverters | 20 | 41 | 0.0423
AND/OR/NAND/NOR | 76 | 76 | 0.165
multiplexers | 13 | 13 | 0.0684
XOR/XNOR | 4 | 4 | 0.0146
adder cells (fa/ha/maj) | 10 | 10 | 0.0522
AND-OR/OR-AND | 46 | 46 | 0.148
flip-flops | 47 | 47 | 0.509
## Yosys cell counts, drive strengths merged (3+ instances only)
library cell / n
clkbuf: 5
dfrtp: 36
ha: 10
o21ai: 12
buf: 4
edfxtp: 8
inv: 11
and3: 3
nand3: 10
o211ai: 3
nor3: 3
nor2: 12
nand2: 28
dfstp: 3
a21oi: 5
nand4: 4
mux2i: 4
a22o: 12
mux2: 7
## metal layers
layer / vias to the layer above / wire length [um] / global-route usage
met5: - / 0 / 0
met4: 0 / 61 / 0.0182
met3: 8 / 129 / 0.0220
met2: 29 / 1710 / 0.205
met1: 773 / 2050 / 0.244
li1: 814 / - / -
## path summary, 6_finish.rpt
path	slack [ps]	end	from
min in group asynchronous	690	tx.bit_index[1]$_DFFE_PP0P_	reset
max in group asynchronous	1440	tx.state[0]$_DFF_PP1_	reset
min reg2reg	490	baud_gen.counter[0]$_DFF_PP0_	baud_gen.counter[0]$_DFF_PP0_
max reg2reg	650	rx.rx_data[0]$_DFFE_PP0P_	rx.tick_count[0]$_DFFE_PP0P_
max	620	tx_serial	tx.tx_serial$_DFF_PP1_
min	490	baud_gen.counter[0]$_DFF_PP0_	baud_gen.counter[0]$_DFF_PP0_
## metrics by stage
step           power (mW)  worst slack [ps]
6_report             1.38               624
5_1_grt              1.46               515
4_1_cts              1.40               596
3_5_place_dp        0.960               502
3_3_place_gp        0.959               527
2_1_floorplan       0.921               405
## state kept, by name, summed over array words and instances (netlist names)
| register | count |
|---|---|
| rx.rx_data | 8 |
| tx.data_buf | 8 |
| tx.bit_index | 3 |
| tx.state | 4 |
| tx.tx_done | 1 |
| baud_gen.tick | 1 |
| rx.bit_index | 3 |
| rx.tick_count | 4 |
| tx.tick_count | 4 |
| tx.tx_serial | 1 |
| baud_gen.counter | 5 |
| rx.rx_done | 1 |
| rx.state | 4 |
## worst reg2reg max path: cells and delay by family, from the launching register on
kind,cells,cell delay (ps)
AOI/OAI and AO/OA,1,390
DFF,1,390
muxes,1,330
adders and majority gates,1,300
and+or+nand+nor,2,330
## cell type report
type / instances / share of cell area
flip-flops and latches: 47 / 0.448
well taps: 72 / 0.0331
inverters: 11 / 0.0152
repair buffers: 22 / 0.0799
multi-input cells: 149 / 0.394
clock inverters: 1 / 0.00184
clock buffers: 7 / 0.0280
## power by group through the flow
stage | clock, mW | sequential (mW) | combinational (mW)
finish | 0.435 | 0.835 | 0.110
global route | 0.490 | 0.839 | 0.126
CTS | 0.456 | 0.833 | 0.111
No activity file was given, so power comes from the tool's default toggle rates.
